`./design.v`:
```
module read_domain_synchronizer #(parameter ADDRESS_SIZE=4) (
  input [ADDRESS_SIZE:0] wptr,
  output  reg [ADDRESS_SIZE:0] wptr_q,
  input rclk,
  input rreset_n);
  reg [ADDRESS_SIZE:0] wptr_q1;
  always @(posedge rclk or negedge rreset_n) begin
    if(!rreset_n) begin
      wptr_q1 <= 0;
      wptr_q <= 0;
    end
    else begin
      wptr_q1<=wptr;
      wptr_q<=wptr_q1;
    end
  end
endmodule
```
`./run.sh`:
```
#!/bin/bash
# OpenROAD 26Q1-2900-gdf79404cd8, Yosys 0.63+post, stock flow scripts
make -C /OpenROAD-flow-scripts/flow DESIGN_CONFIG=/design/flow/config.mk WORK_HOME=/design/flow/orfs finish
```
`./config.mk`:
```
export PLATFORM = sky130hd
export DESIGN_NAME = read_domain_synchronizer
export DESIGN_NICKNAME = read_domain_synchronizer
export VERILOG_FILES = /design/flow/design.v
export SDC_FILE = /design/flow/constraint.sdc
export NUM_CORES = 4
export LEC_CHECK = 1
export CORE_AREA = 10 10 70 70
export DIE_AREA = 0 0 80 80
```
`./constraint.sdc`:
```
current_design read_domain_synchronizer

set clk_period 1.0
set clk_io_pct 0.2

create_clock -name clk0 -period $clk_period [get_ports {rclk}]

set non_clock_inputs [all_inputs -no_clocks]
set_input_delay [expr $clk_period * $clk_io_pct] -clock clk0 $non_clock_inputs
set_output_delay [expr $clk_period * $clk_io_pct] -clock clk0 [all_outputs]
```
==> results.json <==
{
  "die_size_um2": 6400,
  "tritoncts": "done",
  "dp_worst_setup_slack_ns": 0.00365,
  "grt_pass1_wl_um": 807,
  "ys_async_sr_fraction": 1.00,
  "reg2reg_end": "wptr_q[2]",
  "clock.latency.late_pin_ns": 0.26,
  "placedCellCount": 68,
  "layout-drive-gt1-share": 0.385,
  "setup.worst_path.start": "wptr_q[0]",
  "path_class": "register to primary output",
  "timing.hold.ws_ns": 0.214,
  "final.fill_count": 405,
  "finalSetupTns_ns": 0,
  "clock.fmax_ghz": 1.06,
  "synth.avg_cell_area_um2": 25.0,
  "rrSetupSlack_ns": 0.54,
  "detail_route.wirelength_um": 580,
  "ir_worst_vdd_mv": 0.433,
  "clk_path_buf_depth": 2,
  "outcome": "completed",
  "globalRoute.totalOverflow": 0,
  "grt_max_degree": 11,
  "cpMaxStageDelayCell": "sky130_fd_sc_hd__dfrtp_1",
  "detail_route.iter0.violations": 0,
  "p_int_uw": 675,
  "synthCells": 10,
  "die_h_um": 80,
  "clk_pin_slew_ns": 0.07,
  "hold_path.class": "input port to async pin",
  "final-max-slew-violation-count": 0,
  "edf_count": 0,
  "synthesis.yosys.warnings": 1,
  "critical_path_arrival_ns": 0.74,
  "period_used_share": 0.940,
  "fp.dieW_um": 80,
  "io_pins": 12,
  "yosys-top-cells-area": "sky130_fd_sc_hd__dfrtp_1 100%",
  "synth-seq-area-share": 1.00,
  "critical_path.cell_chain": "buf_2",
  "grtUsageTotal": 0.0173,
  "crit_fanout": 1,
  "final_period_minus_worst_setup_slack_ns": 0.940,
  "std_cell_rows": 21,
  "antenna_violating_nets_left": 0,
  "post_synth_instance_area_um2": 250,
  "timing.critical_path.to": "wptr_q[0]",
  "netlist.top_cell.by_instances": "sky130_fd_sc_hd__dfrtp_1",
  "cts.hold.buffers_added": 0,
  "post-route-drc-count": 0,
  "setup_viol": 0,
  "netlist.top_cell.by_area": "sky130_fd_sc_hd__dfrtp_1",
  "cp_top_family": "flip-flops",
  "cp_slowest_stage_delay_ns": 0.36,
  "drt-pass1-iter-count": 1,
  "first_global_vias": 150,
  "power_per_cell_area_nw_per_um2": 1910,
  "clock_power_share": 0.433,
  "grt_setup_unrepaired": "false",
  "hold_viol_final": 0,
  "worstSetupEndpointType": "primary output",
  "cp_num_cells": 1,
  "ys_dominant_reg_cell": "sky130_fd_sc_hd__dfrtp_1",
  "floorplan_utilization": 0.0733,
  "placeableCoreArea_um2": 3420,
  "inserted_clock_buffers": 3,
  "comb.multi_input.count": 0,
  "synth.top_cell.area_share": 1.00,
  "post_cts.repair.setup_buffers": 0,
  "detail_route.vias_per_cell": 1.82,
  "startpoint_type": "register",
  "n_antenna_cell": 0,
  "regArea_um2": 250,
  "setup_slack_ns": 0.0597,
  "logic_area_um2": 0,
  "slew-limit-headroom": 0.915,
  "cts_h_tree_depth": 1,
  "timing.reg2reg.worst_path_depth": 0,
  "yosys_register_bits": 10,
  "cap_violations": 0,
  "io_buffer_count": 11,
  "synth.cells.most_frequent": "10 x sky130_fd_sc_hd__dfrtp_1",
  "combPwrFrac": 0.052,
  "cts_num_sinks": 10,
  "routed-via-count": 131,
  "antenna_violations_before_repair": 0,
  "synthToLayoutAreaGrowth_pct": 74.5,
  "stage_log_warnings": 25,
  "synth_cell_type_count": 1,
  "fin_cells": 72,
  "p_sw_uw": 158,
  "crit-reg2reg-launch": "wptr_q1[2]",
  "timing.critical_path.required_ns": 0.80,
  "place_congestion": 0.625,
  "sw_frac_of_total": 0.189,
  "seqPwrFrac": 0.515,
  "root_buffer": "sky130_fd_sc_hd__clkbuf_4",
  "skew_ns": 0.000277,
  "routed_wire_length_per_instance_um": 8.06,
  "worst-slew-pin-transition_ns": 0.128,
  "worst-path-buf-inv": 1,
  "synth-area-yosys_um2": 250,
  "yosys-stat-cells": 10,
  "leakagePower_uw": 0.000185
}
-- final cells by class --
type / count / share of cell area
Clock buffer: 4 / 0.0831
Sequential cell: 10 / 0.573
Tap cell: 46 / 0.132
Timing Repair Buffer: 12 / 0.212
-- per-stage QoR --
stage | cell area [um2] | util | power, uW
2_1_floorplan | 250 | - | 434
3_3_place_gp | 425 | 0.125 | 490
3_5_place_dp | 425 | 0.125 | 493
4_1_cts | 437 | 0.128 | 838
5_1_grt | 437 | 0.128 | 857
6_report | 437 | 0.128 | 832
-- worst min path at each step --
stage / start / endpoint / slack (ns) / depth (start not counted)
finish: rreset_n / wptr_q1[0] / 0.21 / 2
global route: rreset_n / wptr_q1[0] / 0.23 / 2
CTS: rreset_n / wptr_q1[0] / 0.22 / 2
-- state kept, by name, indices dropped and copies added, names as in the netlist --
signal and cells:
wptr_q 5, wptr_q1 5
-- power by group through the flow --
stage / clock network [uW] / logic, uW / registers (uW)
4_1_cts: 364 / 45.1 / 429
5_1_grt: 378 / 48.2 / 431
6_report: 361 / 42.9 / 429
-- per-layer routing --
| metal | part of all wire | wire [um] | vias to the layer above | GRT usage |
|---|---|---|---|---|
| met5 | 0 | 0 | - | 0 |
| met4 | 0.043 | 25 | 0 | 0.00880 |
| met3 | 0.24 | 137 | 4 | 0.0193 |
| met2 | 0.21 | 122 | 13 | 0.0120 |
| met1 | 0.51 | 294 | 52 | 0.0252 |
| li1 | - | - | 62 | - |
-- cell families after synthesis --
family	share of synthesized area
DFF	1.00
-- placed cells by master (no fill, tap or decap) --
cell and instances:
sky130_fd_sc_hd__clkbuf_4 3, sky130_fd_sc_hd__buf_2 5, sky130_fd_sc_hd__dfrtp_1 10, sky130_fd_sc_hd__buf_4 1, sky130_fd_sc_hd__clkdlybuf4s50_1 6, sky130_fd_sc_hd__clkbuf_8 1
-- what timing repair did --
item	CTS	global route
resized	18	0
setup endpoints to repair	5	0
hold endpoints to repair	0	0
No activity file was given, so power comes from the tool's default toggle rates.
